`./run.sh`:
```
#!/bin/bash
# OpenROAD 26Q1-2900-gdf79404cd8, Yosys 0.63+post, stock flow scripts
make -C /OpenROAD-flow-scripts/flow DESIGN_CONFIG=/design/flow/config.mk WORK_HOME=/design/flow/orfs finish
```
`./config.mk`:
```
export PLATFORM = sky130hd
export DESIGN_NAME = gsm
export DESIGN_NICKNAME = gsm
export VERILOG_FILES = /design/flow/design.v
export SDC_FILE = /design/flow/constraint.sdc
export NUM_CORES = 4
export LEC_CHECK = 1
export CORE_UTILIZATION = 40
```
`./constraint.sdc`:
```
current_design gsm

set clk_period 37.0
set clk_io_pct 0.2

create_clock -name clk0 -period $clk_period [get_ports {clk}]

set non_clock_inputs [all_inputs -no_clocks]
set_input_delay [expr $clk_period * $clk_io_pct] -clock clk0 $non_clock_inputs
set_output_delay [expr $clk_period * $clk_io_pct] -clock clk0 [all_outputs]
```
`./design.v`:
```
module gsm(  
	input			 			clk,rst,
	input		[183:0] 		TEXT_buf,
	input 						tx_done, 
	input 						mess_phone_number_prepared_enable,  
	output 	reg 				tx_enable,
	output 	reg	[7:0]			tx_data
	);
	wire		[183:0]			TEXT_buf_r;
	assign 		TEXT_buf_r[7:0]							= TEXT_buf[183:176];
	assign 		TEXT_buf_r[15:8]						= TEXT_buf[175:168];	
	assign 		TEXT_buf_r[23:16]						= TEXT_buf[167:160];	
	assign 		TEXT_buf_r[31:24]						= TEXT_buf[159:152];
	assign 		TEXT_buf_r[39:32]					 	= TEXT_buf[151:144];	
	assign 		TEXT_buf_r[47:40]					 	= TEXT_buf[143:136];		
	assign 		TEXT_buf_r[55:48]					 	= TEXT_buf[135:128];
	assign 		TEXT_buf_r[63:56]					 	= TEXT_buf[127:120];
	assign 		TEXT_buf_r[71:64]						= TEXT_buf[119:112];
	assign 		TEXT_buf_r[79:72]						= TEXT_buf[111:104];
	assign 		TEXT_buf_r[87:80]						= TEXT_buf[103:96];
	assign 		TEXT_buf_r[95:88]						= TEXT_buf[95:88];
	assign 		TEXT_buf_r[103:96]						= TEXT_buf[87:80];
	assign 		TEXT_buf_r[111:104]				 		= TEXT_buf[79:72];
	assign 		TEXT_buf_r[119:112]					 	= TEXT_buf[71:64];
	assign 		TEXT_buf_r[127:120]				 		= TEXT_buf[63:56];
	assign 		TEXT_buf_r[135:128]					 	= TEXT_buf[55:48];
	assign 		TEXT_buf_r[143:136]						= TEXT_buf[47:40];
	assign 		TEXT_buf_r[151:144]						= TEXT_buf[39:32];
	assign 		TEXT_buf_r[159:152]						= TEXT_buf[31:24];
	assign 		TEXT_buf_r[167:160]						= TEXT_buf[23:16];
	assign 		TEXT_buf_r[175:168]					 	= TEXT_buf[15:8];
	assign 		TEXT_buf_r[183:176]					 	= TEXT_buf[7:0];
	reg			[383:0]			TEXT_buf_1;
	always@(posedge clk or negedge rst)
		if(!rst)
		TEXT_buf_1 <= 1'b0;
		else
		TEXT_buf_1 <= {	TEXT_buf_r,								
						8'h0A,								
						8'h21,8'h67,8'h6E,8'h69,8'h6E,8'h72,8'h61,8'h77,								
						8'h21,8'h67,8'h6E,8'h69,8'h6E,8'h72,8'h61,8'h77,								
						8'h21,8'h67,8'h6E,8'h69,8'h6E,8'h72,8'h61,8'h77};								
	wire 	[87:0] 			phone_number_buf=88'h34_38_32_31_37_36_32_38_33_37_31; 
	reg		[31:0]			AT; 
	reg		[119:0]			CSCS; 
	reg		[87:0]			CMGF; 
	reg		[183:0]			CMGS; 
	reg		[383:0]			TEXT; 
	reg		[7:0]			jieshu;
	reg		[6:0]			num;
	reg message_sent_enable;
	 reg mess_phone_number_prepared_enable_r1 ;
	 reg mess_phone_number_prepared_enable_r2 ;
	 reg mess_phone_number_prepared_enable_r3 ;
	 always@(posedge clk or negedge rst)
	 if(!rst)	begin
		mess_phone_number_prepared_enable_r1 <= 0 ;
		mess_phone_number_prepared_enable_r2 <= 0 ;
		mess_phone_number_prepared_enable_r3 <= 0 ;
	 end
	 else	begin
		mess_phone_number_prepared_enable_r1 <= mess_phone_number_prepared_enable ;
		mess_phone_number_prepared_enable_r2 <= mess_phone_number_prepared_enable_r1 ;
		mess_phone_number_prepared_enable_r3 <= mess_phone_number_prepared_enable_r2 ;
	 end
	 wire mess_phone_number_prepared_enable_r ;
	 assign mess_phone_number_prepared_enable_r = mess_phone_number_prepared_enable_r2 | mess_phone_number_prepared_enable_r3 ;
	 always@(posedge clk or negedge rst)
	 if(!rst)
		message_sent_enable <= 0 ;
	 else 
		message_sent_enable <= mess_phone_number_prepared_enable_r ;
	reg message_sent_enable_r1;
	reg message_sent_enable_r2;
	wire message_sent_enable_r;
	assign message_sent_enable_r = message_sent_enable_r1 & ~message_sent_enable_r2 ;
	always@(posedge clk or negedge rst)
	if(!rst)	begin
		message_sent_enable_r1 <= 0;
		message_sent_enable_r2 <= 0;
		end
	else	begin
		message_sent_enable_r1 <= mess_phone_number_prepared_enable;
		message_sent_enable_r2 <= message_sent_enable_r1 ;
		end
	parameter T1s = 27'd90_000;
	reg[26:0]cnt_T1s;
	reg[25:0]cnt_T5s;
	always@(posedge clk or negedge rst)
	begin
		if(!rst) begin
			cnt_T1s <= 26'd0;
			end
		else if(message_sent_enable_r==1'b1) begin
			cnt_T1s <= 0 ;
			end
		else if(cnt_T1s == T1s)	begin	 
			cnt_T1s <= 26'd0;
			end
		else begin
			cnt_T1s <= cnt_T1s + 1'b1;
			end
	end
	always@(posedge clk or negedge rst)
	begin
		if(!rst) begin
			cnt_T5s <= 26'd0;
			end
		else if(message_sent_enable_r==1'b1) begin
			cnt_T5s <= 0 ;
			end
		else if(cnt_T1s == T1s) begin	     
			cnt_T5s <= cnt_T5s + 1'b1;
			end
		else begin
			cnt_T5s <= cnt_T5s;
			end
	end
	reg message_sent_done_flag ;		 
	reg message_sent_enable_en ;		 
	always@(posedge clk or negedge rst)	
	begin
		if(!rst)	 
			message_sent_enable_en <= 0 ;
		else if(message_sent_done_flag==1'b1)	 
			message_sent_enable_en <= 0 ;	 
		else if(message_sent_enable_r==1'b1)	 
			message_sent_enable_en <= 1 ;	 
	end
	always@(posedge clk or negedge rst)
	begin
		if(!rst) begin
			tx_enable <= 1'b0;
			AT <= 32'h0a_0d_54_41;
			tx_data <= 8'b0;
			CSCS <= 120'h0a_0d_22_4d_53_47_22_3d_53_43_53_43_2b_54_41; 
			CMGF <= 88'h0a_0d_31_3d_46_47_4d_43_2b_54_41; 
			jieshu <= 8'h1A;
			TEXT <= 0;
			num <= 0;
			CMGS <= 0 ;
			end
		else if(tx_done) begin   
			tx_enable <= 1'b0;
			end
		else if(cnt_T1s == T1s && num <= 10'd110 && message_sent_enable_en==1) begin	 
			if((num <= 2'd3) && (cnt_T5s <= 9'd400) ) begin   
			tx_enable <= 1'b1;
			tx_data <= AT;
			AT <= AT >> 4'd8;
			num <= num + 1'b1;		 
			TEXT <= TEXT_buf_1 ;
			CMGS <= {24'h0a0d22,phone_number_buf,72'h223d53474d432b5441};
			end		
			else if( 3'd4 <= num && num <= 5'd18 &&  9'd401 <= cnt_T5s && cnt_T5s <= 10'd900 ) 
			begin
				tx_enable <= 1'b1;
				tx_data <= CSCS;
				CSCS <= CSCS >> 4'd8;
				num <= num + 1'b1;
			end		
			else if( 5'd19 <= num && num <= 5'd29 && 10'd901 <= cnt_T5s && cnt_T5s <= 11'd1400 ) 
			begin
				tx_enable <= 1'b1;
				tx_data <= CMGF;
				CMGF <= CMGF >> 8;
				num <= num + 1'b1;
			end		
			else if( 30 <= num && num <= 52 && 1401 <= cnt_T5s && cnt_T5s <= 2500 ) 
			begin
				tx_enable <= 1'b1;
				tx_data <= CMGS;
				CMGS <= CMGS >> 4'd8;
				num <= num + 1'b1;
			end
			else if( 53 <= num && num <= 100 && 2501 <= cnt_T5s && cnt_T5s <= 4200) 
			begin
				tx_enable <= 1'b1;
				tx_data <= TEXT;
				TEXT <= TEXT >> 8;
				num <= num + 1'b1;
			end
			else if( num >= 101 && num <= 102 && 4201 <= cnt_T5s && cnt_T5s <= 4300) 
			begin
				tx_enable <= 1'b1;
				tx_data <= jieshu;
				jieshu <= jieshu >> 8;
				num <= num + 1'b1;
			end
			else if(103 <= num && num <= 104 && 4301 <= cnt_T5s && cnt_T5s <= 4305) begin
					num <= num+1 ;
					end
			else if(105 <= num && num <= 106 && 4306 <= cnt_T5s && cnt_T5s <= 4308) begin
				tx_enable <= 1'b0;
				num <= num + 1'b1 ;
				end 
			else if(4309 <= cnt_T5s && cnt_T5s <= 4310)
			num <= 0 ;
			else 
			begin
				tx_enable <= 1'b0;
				tx_data <= tx_data;
				num <= num;
				CSCS <= 120'h0a_0d_22_4d_53_47_22_3d_53_43_53_43_2b_54_41; 
				CMGF <= 88'h0a_0d_31_3d_46_47_4d_43_2b_54_41; 
				AT <= 32'h0a_0d_54_41;
				jieshu <= 8'h1A;
				CMGS <= {24'h0a0d22,phone_number_buf,72'h223d53474d432b5441};
			end
		end
	end
	always@(posedge clk or negedge rst)
	if(!rst)
	message_sent_done_flag <= 0 ;
	else if(4313 <= cnt_T5s && cnt_T5s <= 4314)
	message_sent_done_flag <= 0 ;
	else if(4311 <= cnt_T5s && cnt_T5s <= 4312)		 
	message_sent_done_flag <= 1 ;
	else
	message_sent_done_flag <= message_sent_done_flag ;
endmodule
```
==> impl_metrics.yaml <==
# implementation run metrics
grt:
  grt_pass1_wl_um: 119000
  grt_overflow: 0
  grt_pass1_vias: 22443
  antenna_found_initial: 1
  grt_max_degree: 211
  track_usage_pct: 16.7
yosys:
  synth.avg_cell_area_um2: 11.1
  most_common_cell: "dfrtp_1"
  top_logic_kind: "AND-OR/OR-AND gates"
  ys_sh_xor_pct: 1.05
  ys_seq_share_pct: 62.6
  syn_area_um2: 35800
  aoi_share_pct: 12.1
  ys_area_um2: 35800
  top_cells_by_count: "dfrtp_1, nand2_1, o21ai_0"
  async_reset_ff_share_pct: 100
  ys_sh_mux_pct: 8.74
  synth-edff-count: 0
  synth-cells-yosys: 3228
  ys_sh_adder_pct: 0.420
  synth_cells: 3228
  synth_cell_types: 81
  numSynthFlops: 892
  ys_sh_simple_pct: 11.0
  largest_area_cell: "dfrtp_1"
  ys_warn_count: 1
  ys.flop_type: "dfrtp_1"
  yosysTopAreaCellShare_pct: 57.6
  topCellsByArea: "dfrtp_1, mux2i_1, nand2_1, o21ai_0, dfstp_2"
worst_setup_path:
  reg2reg_slack_ns: 30.65
  path_cells: "clkdlybuf4s50_1 > nor4_4 > o2111ai_4 > buf_4 > buf_4 > buf_4 > buf_4 > buf_4 > o21ai_0"
  required_ns: 37.50
  rr_worst_depth: 12
  slowest_delay_ns: 0.77
  reg2reg_to: "TEXT[285]"
  reg2reg_from: "cnt_T5s[12]"
  worstSetupStartpointType: "input pin"
  crit_fanout: 103
  cpMostUsedCell: "buf_4"
  critPathSlowestCell: "buf_4"
  end_kind: "register"
  cp.arrival_ns: 11.73
  crit_type: "input pin to register"
route:
  wl_per_cell_um: 15.3
  ant_nets: 0
  met3_length_um: 4130
  drc: 12
  vias: 22742
  viasPerCell: 4.97
  routed_wl_um: 70200
  firstDrtPassIters: 47
  dr.max_layer_used: "met5"
  dr_wl_met2_um: 30500
  initialDrtViolationCount: 1543
  met1_length_um: 34000
floorplanning:
  io_pins: 197
  die_width_um: 301
  core_area_um2: 88500
  rows: 109
  die_h_um: 301
  initial_utilization_pct: 40.4
  chipArea_um2: 90700
placed_design:
  dp_hpwl_um: 42800
  placed_cells: 4402
  preCtsSetupSlack_ns: 25.11
  portBuffers: 196
  gp_congestion: 0.880
  placed_area_um2: 38600
finish:
  area_delta_synth_final_pct: 16.5
  fin_util_pct: 47.1
  stdcell_count: 4577
  fin_area_um2: 41700
  n_fill_cell: 7834
  drive_above_1_share_pct: 8.77
power:
  pwr-share-clk_pct: 47.0
  p_int_mw: 1.55
  power_leakage_nw: 18.5
  combPwrFrac_pct: 2.5
  irDropWorstVdd_v: 0.0000354
  total_power_mw: 1.97
  p_switching_mw: 0.424
  p_seq_share_pct: 50.5
  swShare_pct: 21.5
  p_per_area_nw_per_um2: 47.3
clocking:
  cts_setup_buffers: 0
  cts.sinks: 892
  ctsResizeCount: 0
  cts.path.max_buffers: 3
  clkTransAtPathRegs_ns: 0.06
  cts_tree: "yes"
  cts_root_buf: "clkbuf_16"
  clkLatencyLatePin_ns: 0.66
  cts_max_level: 3
  cts_hold_buf: 0
  cts_buffers: 96
timing:
  hold_viol_final: 0
  finalCriticalPeriod_ns: 11.23
  rsz0062_at_grt: "no"
  fin_hold_ws_ns: 0.371
  tightest_slew_ns: 0.910
  finalClockSkew_ns: 0.0245
  period_used_pct: 30.3
  setup_tns_ns: 0
  maxSlewViolCount: 0
  max_slew_margin_pct: 39.0
  fmax_mhz: 89.1
  setup_slack_ns: 25.77
  finalSetupViolations: 0
flow_run:
  warnings: 42
  cap_violations: 0
outcome:
  violations: "design-rule violations"
  status: "finished with violations"
hold_path:
  min_to: "message_sent_enable_r2"
  whs_path_depth: 0
  hp-class: "register to register"
  min_from: "message_sent_enable_r1"
[layout by cell type (no fill, tap or decap), types with 12 or more instances in the layout]
master,instances
clkdlybuf4s50_1,195
ha_1,12
xnor2_1,18
inv_1,101
mux2i_1,264
nor4_1,12
nor3_1,14
o21ai_0,383
nor2_1,130
clkinv_2,18
a22o_1,72
nand3_1,30
dfrtp_1,824
xor2_1,25
mux2_1,31
a21oi_1,133
dfstp_2,68
o21ai_1,17
clkbuf_1,26
nand2_1,610
mux2_2,12
clkbuf_16,96
or3_1,19
nand4_1,15
clkbuf_8,20
buf_4,41
o22a_1,55
[cell families (layout without fill, tap and decap cells)]
logic type,count (synthesis),after routing
other,1,2
AND/OR/NAND/NOR,910,910
XOR/XNOR,43,43
adder cells (fa/ha/maj),12,12
flip-flops,892,892
buffers and inverters,332,515
AND-OR/OR-AND,731,731
multiplexers,307,307
[power groups by stage]
stage	combinational (mW)	clock, mW	sequential [mW]
4_1_cts	0.0507	0.958	0.995
5_1_grt	0.0555	0.996	0.996
6_report	0.0484	0.927	0.995
[flip-flops by register name, summed over array words and instances (netlist names)]
signal and cells:
AT 8, CMGF 50, CMGS 113, CSCS 78, TEXT 384, TEXT_buf_1 185, cnt_T1s 27, cnt_T5s 26
jieshu 1, message_sent_done_flag 1, message_sent_enable_en 1, message_sent_enable_r1 1, message_sent_enable_r2 1, num 7, tx_data 8, tx_enable 1
[critical path: cells and delay by family]
| family | cells | cell delay, ns |
|---|---|---|
| and+or+nand+nor | 1 | 0.12 |
| buffers and inverters | 6 | 3.75 |
| AOI/OAI and AO/OA | 2 | 0.33 |
[how the worst max path moves through the flow]
stage / startpoint / to / slack [ns]
CTS: tx_done / TEXT[285] / 25.83
global route: tx_done / TEXT[278] / 25.34
finish: tx_done / TEXT[285] / 25.77
[per-layer routing]
metal / global-route usage (%) / up-vias
met2: 23.2 / 432
met4: 3.26 / 2
li1: - / 11227
met3: 4.04 / 102
met1: 28.0 / 10979
met5: 0 / -
[final cells by class]
class | instances | area (um^2) | area share [%]
multi-input cells | 2004 | 12000 | 28.8
clock buffers | 142 | 2780 | 6.66
clock inverters | 32 | 322 | 0.771
well taps | 1165 | 1460 | 3.50
diodes | 1 | 2.50 | 0.00600
flip-flops and latches | 892 | 22400 | 53.8
repair buffers | 240 | 2330 | 5.60
inverters | 101 | 379 | 0.909
Power and IR drop assume default switching activity.
